==> design/flow/design.v <==
`timescale 1ns / 1ps
module mux #(parameter N = 3, parameter ADDR_LEN = $clog2(N))
(
    input [N-1:0][23:0] pixel_in, 
    input [N-1:0] h_sync_in,
    input [N-1:0] v_sync_in,
    input [N-1:0] de_in,
    output [23:0] pixel_out,
    output  h_sync_out,
    output  v_sync_out,
    output  de_out,
    input [ADDR_LEN-1:0] sw
);
assign pixel_out = pixel_in[sw];
assign h_sync_out = h_sync_in[sw];
assign v_sync_out = v_sync_in[sw];
assign de_out = de_in[sw];
endmodule
==> design/flow/run.sh <==
#!/bin/bash
# OpenROAD 26Q1-2900-gdf79404cd8, Yosys 0.63+post, stock flow scripts
make -C /OpenROAD-flow-scripts/flow DESIGN_CONFIG=/design/flow/config.mk WORK_HOME=/design/flow/orfs finish
==> design/flow/config.mk <==
export PLATFORM = sky130hd
export DESIGN_NAME = mux
export DESIGN_NICKNAME = mux
export VERILOG_FILES = /design/flow/design.v
export SDC_FILE = /design/flow/constraint.sdc
export NUM_CORES = 4
export LEC_CHECK = 1
export CORE_AREA = 10 10 73 73
export DIE_AREA = 0 0 83 83
==> design/flow/constraint.sdc <==
current_design mux

set clk_period 2.3
set clk_io_pct 0.2

create_clock -name clk0 -period $clk_period

set non_clock_inputs [all_inputs -no_clocks]
set_input_delay [expr $clk_period * $clk_io_pct] -clock clk0 $non_clock_inputs
set_output_delay [expr $clk_period * $clk_io_pct] -clock clk0 [all_outputs]
==> impl_metrics.toml <==
# physical design summary
[timing]
hold_viol = 0
period_minus_slack_ns = 2.20
rsz0062_at_grt = "no"
setup_tns_ns = 0
fmax_mhz = 454
layout_setup_ws_ns = 0.0963
slew_violations = 0
tightest_slew_ns = 0.251
finalClockPeriodUsage_pct = 95.8
setup_violations = 0
max-slew-margin-rel_pct = 82.8

[floorplanning]
die_w_um = 83
fp_util_pct = 16.4
core_area_um2 = 3740
dieArea_um2 = 6890
die-height_um = 83
io_pins = 110
placementRows = 22

[final_layout]
design.seq.count = 0
area_delta_synth_final_pct = 194
logic_area_um2 = 520
regArea_um2 = 0
fill_cells = 358
final_layout_size_suffix_gt1_share_pct = 5.23
clockBufferCount = 0

[routing]
num_vias = 963
dr_wl_met2_mm = 2.17
firstDrtPassIters = 2
wl_mm = 3.81
met3WireLength_um = 293
drc = 0
drt-met1-wl_mm = 1.34
ant_nets = 0
dr.max_layer_used = "met3"
avgRoutedWirePerCell_um = 17.3
vias_per_cell = 4.38
first_iter_violations = 22
antenna_cells = 0

[power]
power_frac_seq_pct = 0
p_int_uw = 245
combPwrFrac_pct = 100.0
p_sw_share_pct = 24.3
power.share.clock_pct = 0
ir_worst_vdd_v = 0.0000993
p_leak_nw = 0.714
switchingPower_uw = 78.6
p_per_area_nw_per_um2 = 179

[run]
warnings = 32
cap_violations = 0

[setup_path]
crit_arrival_ns = 1.74
required_ns = 1.84
cp_slowest_cell = "clkdlybuf4s50_1"
max_stage_delay_ns = 0.49
crit_path_cell_trace = "dlygate4sd2_1 > nor2b_4 > bufbuf_16 > o2bb2ai_1 > clkdlybuf4s50_1"
critPathKind = "in2out"
cp_max_fo = 8
end_kind = "primary output"
worstSetupStartpointType = "input port"

[min_path]
min_path_type = "in2out"

[grt]
grt_max_degree = 28
antenna_found_initial = 0
grt_pass1_wl_mm = 5.95
grt_usage_pct = 10.3
overflow = 0
grt_pass1_vias = 1031

[logic_synthesis]
top_cells_by_area = "mux2i_1 (44%), o2bb2ai_1 (38%), buf_6 (9.2%)"
yosys-top-cells-count = "mux2i_1 (27), o2bb2ai_1 (27), buf_6 (5)"
ys_cells = 64
largest_area_cell = "mux2i_1"
ys_seq_share_pct = 0
top_area_share_pct = 44.0
syn_inst = 64
ys_area_um2 = 614
netlist_area_um2 = 614
ys_warn_count = 0
avgSynthCellArea_um2 = 9.60
synth_cell_types = 6

[place]
portBuffers = 110
gp_congestion = 0.750
pre_cts_ws_ns = -0.111
hpwl_mm = 3.37

[clock_tree]
cts-hold-fix-buffers = 0

[outcome]
outcome = "complete, no violations"
[stage by stage]
step	hold WS [ns]	power, mW	instance area (um2)	utilization (%)	std cells
2_1_floorplan	0.984	0.0839	614	-	64
3_3_place_gp	1.79	0.318	1750	46.8	218
3_5_place_dp	1.80	0.320	1750	46.8	218
4_1_cts	1.70	0.331	1800	48.1	220
5_1_grt	1.62	0.349	1800	48.2	220
6_report	1.58	0.324	1800	48.2	220
[layer usage]
metal	up-vias	global-route usage, %
met5	-	0
met4	0	0
met3	0	3.25
li1	487	-
met1	437	11.3
met2	39	19.6
[placed cells by master, fill, tap and decap left out, drive strengths merged]
cell | netlist | layout
mux2i | 27 | 27
bufbuf | 0 | 1
nor2b | 1 | 1
buf | 7 | 7
dlymetal6s2s | 0 | 1
o2bb2ai | 27 | 27
dlygate4sd2 | 0 | 2
clkdlybuf4s50 | 0 | 106
[logic make-up (layout without fill, tap and decap cells)]
logic type,count (synthesis),count (layout),share of synthesized area [%]
AND/OR/NAND/NOR,1,1,2.24
AND-OR/OR-AND,27,27,38.5
buffers and inverters,9,117,15.3
multiplexers,27,27,44.0
[area by class of cell]
class              instances  area share (%)
multi-input cells         55            28.8
repair buffers           117            67.8
well taps                 48            3.33
[critical path, delay by kind of cell]
family | cells | cell delay [ns]
and+or+nand+nor | 1 | 0.18
buffers and inverters | 3 | 1.00
AOI/OAI and AO/OA | 1 | 0.10
[timing repair]
action                     4_1_cts  5_1_grt
buffers inserted                 1        0
gates cloned                     1        0
setup endpoints to repair       27        1
gates resized                    2        1
[power groups by stage]
stage | Combinational (mW) | Clock [mW] | Sequential, mW
finish | 0.324 | 0 | 0
global route | 0.349 | 0 | 0
CTS | 0.331 | 0 | 0
[path summary, 6_finish.rpt]
check / start / endpoint / slack [ns] / cells after the start
hold / removal: pixel_in[27] / pixel_out[3] / 1.58 / 3
setup / recovery: sw[0] / pixel_out[2] / 0.1 / 5
Power is estimated from default activity; no workload was simulated.
