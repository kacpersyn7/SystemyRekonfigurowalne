### flow/constraint.sdc
current_design vis_centroid

set clk_period 3.7
set clk_io_pct 0.2

create_clock -name clk0 -period $clk_period [get_ports {clk}]

set non_clock_inputs [all_inputs -no_clocks]
set_input_delay [expr $clk_period * $clk_io_pct] -clock clk0 $non_clock_inputs
set_output_delay [expr $clk_period * $clk_io_pct] -clock clk0 [all_outputs]
### flow/run.sh
#!/bin/bash
# OpenROAD 26Q1-2900-gdf79404cd8, Yosys 0.63+post, stock flow scripts
make -C /OpenROAD-flow-scripts/flow DESIGN_CONFIG=/design/flow/config.mk WORK_HOME=/design/flow/orfs finish
### flow/config.mk
export PLATFORM = sky130hd
export DESIGN_NAME = vis_centroid
export DESIGN_NICKNAME = vis_centroid
export VERILOG_FILES = /design/flow/design.v
export SDC_FILE = /design/flow/constraint.sdc
export NUM_CORES = 4
export LEC_CHECK = 1
export CORE_UTILIZATION = 30
### flow/design.v
`timescale 1ns / 1ps
module vis_centroid
(
    input clk,
    input de,
    input h_sync,
    input v_sync,
    input [7:0] mask,
    input [10:0] x,
    input [10:0] y,
    output de_out,
    output h_sync_out,
    output v_sync_out,
    output [23:0] pixel_out
);
wire [7:0] o_red;
wire [7:0] o_gb;
reg [10:0] x_pos = 0;
reg [10:0] y_pos = 0;
wire eof;
reg prev_v_sync = 0;
reg h_sync_flag = 0;
always @(posedge clk)
begin
    if(v_sync == 1'b1)
    begin
        x_pos <= 0;
        y_pos <= 0;
    end
    if(h_sync == 1'b1)
    begin 
       h_sync_flag <= 0;
       x_pos <= 0;
       if(h_sync_flag == 1'b1)
            y_pos <= y_pos + 1;
    end
    if(de == 1'b1)
    begin
        h_sync_flag <= 1'b1;
        x_pos <= x_pos + 1;
    end
    prev_v_sync <= v_sync;
end
assign eof=(prev_v_sync==1'b0 && v_sync==1'b1)?1'b1:1'b0;
assign o_red=((x_pos==x || y_pos==y)?8'hff:mask);
assign o_gb=((x_pos==x || y_pos==y)?8'h00:mask);
assign pixel_out = {o_red, o_gb, o_gb};
assign de_out = de;
assign h_sync_out = h_sync;
assign v_sync_out = v_sync;
endmodule
==> flow_metrics.rpt <==
=== SYNTHESIS / PLACE & ROUTE SUMMARY ===
----------------------------------------------------
[Timing]
  Post-route clock period utilization ........................ 0.9386
  Summed negative setup slack over all endpoints ........................ 0 ps
  Final max-slew violation count ........................ 0
  Final setup fails ........................ 0
  Clock Skews ........................ 1.064 ps
  Hold Slack ........................ 495.7 ps
  Setup WS post-layout ........................ 227.2 ps
  Rel. slew slack ........................ 0.5621
  Time the final worst path needs with I/O delays and setup ........................ 3473 ps
  Final hold violation count ........................ 0
  Transition time of the tightest slew-check pin ........................ 656.9 ps
  Setup repair after global routing missed its margin ........................ false
  Max Fclk ........................ 0.2880 GHz

[Worst setup path]
  CP Max Fanout ........................ 8
  CP required ........................ 2960 ps
  Worst Setup Path Type ........................ in -> out
  Slowest Stage Delay on Critical Path ........................ 430 ps
  Type of element capturing the critical path ........................ primary output
  Cell seen most often among critical-path stages ........................ sky130_fd_sc_hd__clkdlybuf4s50_1
  CP arrival ........................ 2730 ps
  Startpoint type of the worst setup path ........................ input pin
  Critical path, cell by cell ........................ clkdlybuf4s50_1 -> xor2_1 -> nor4_1 -> nand4_1 -> and3_1 -> clkdlybuf4s50_1
  Slowest cell on crit path ........................ sky130_fd_sc_hd__nor4_1

[Run]
  Number of logged tool warnings ........................ 25
  Number of max-cap violations ........................ 0

[Detailed routing]
  Antenna violation net count after detailed routing ........................ 0
  Ant diodes ........................ 0
  Count of unresolved DRC violations after routing ........................ 0
  Mean routed wirelength per cell ........................ 11.78 µm
  Vias after detailed routing ........................ 1,398
  Vias per Instance ........................ 4.788
  First-pass iteration count of the detailed router ........................ 4
  1st-iter DRT viols ........................ 29
  Sum of routed wire length over all layers ........................ 3441 µm

[Final layout]
  Most frequent standard cell in the layout excluding fill and tap cells ........................ sky130_fd_sc_hd__clkdlybuf4s50_1
  Layout cells sized above 1 ........................ 0.03153
  Storage cell area ........................ 570.5 µm²
  Area occupied by multi-input gates ........................ 900.9 µm²
  Filler Cells Inserted ........................ 520
  Most frequently placed logic cells in the final layout ........................ 60 x sky130_fd_sc_hd__clkdlybuf4s50_1, 23 x sky130_fd_sc_hd__xor2_1, 13 x sky130_fd_sc_hd__o21ai_0
  Layout Area Growth over Synthesis ........................ 38.12%

[Power and ir drop]
  Power per standard cell area ........................ 268.5 nW/µm²
  Pleak ........................ 0.8832 nW
  Maximum vdd drop ........................ 0.09656 mV

[GRT]
  Gr ovfl total ........................ 0
  Number of antenna violations at the first check in global routing ........................ 0
  Vias in the first global route ........................ 1,188
  Total global routing track utilization ........................ 0.1259
  Maximum number of pins on one net before global-route repair ........................ 18
  First-pass GRT wire length ........................ 5451 µm

[Clocking]
  Buffers inserted during post-CTS setup optimization ........................ 0
  Clk pin slew, worst setup/hold paths ........................ 80 ps
  CTS resizes ........................ 0
  Clock network latency to the later pin of the worst-skew pair ........................ 260 ps
  Clock buffer depth ........................ 2
  Count of H-tree levels built during CTS ........................ 1
  CTS Buf Count ........................ 3
  TritonCTS clock tree ........................ done
  Cts hold-fix bufs ........................ 0
  Library cell used as clock root buffer ........................ sky130_fd_sc_hd__clkbuf_8
  Sinks on Clock Net ........................ 23

[Yosys]
  Post-synthesis area per instance ........................ 9.048 µm²
  Area contributors post-synth ........................ sky130_fd_sc_hd__edfxtp_1 21%, sky130_fd_sc_hd__dfxtp_1 15%, sky130_fd_sc_hd__xor2_1 13%, sky130_fd_sc_hd__buf_4 5.2%, sky130_fd_sc_hd__and3_1 4.7%
  Number of cells in the yosys synthesis report ........................ 177
  Sequential-to-total area share from yosys stat ........................ 0.3562
  Proportion of synthesized flip-flops having asynchronous set or reset ........................ 0
  Post-synth EDFFs ........................ 11
  Main flop type after synthesis ........................ sky130_fd_sc_hd__dfxtp_1
  Yosys stat area ........................ 1602 µm²
  Ys flops ........................ 23
  Top area contributor share ........................ 0.2063
  Synthesized instance count ........................ 177
  Post-synthesis cell type count ........................ 36
  Cell taking the most area after synthesis ........................ sky130_fd_sc_hd__edfxtp_1
  Synth warn ........................ 1
  Cell area after synthesis ........................ 1602 µm²

[Worst hold path]
  Class of the most critical hold timing path ........................ reg -> reg

[Die]
  DIE AREA ........................ 5635 µm²
  DIE HEIGHT ........................ 75.07 µm
  Fraction of the core area occupied by cells at floorplan ........................ 0.3116
  Floorplan row count ........................ 26
  IO Count ........................ 61
  Die boundary width ........................ 75.07 µm
  Core area ........................ 5140 µm²

[Place]
  Pre-CTS worst setup slack ........................ 200.3 ps
  Count of input and output buffers ........................ 60
  Half-perimeter wire length after placement ........................ 2671 µm
  Final estimated routing congestion in global placement ........................ 0.8365

[Status]
  Status ........................ finished clean

----------------------------------------------------
-- report_power, final --
| group | internal, mW | leakage [nW] | switching [mW] |
|---|---|---|---|
| clock network | 0.0767 | 0.0228 | 0.0767 |
| registers | 0.285 | 0.224 | 0.0247 |
| logic | 0.0886 | 0.637 | 0.0421 |
| total | 0.450 | 0.883 | 0.144 |
-- layout make-up --
type	count	area share
Multi-Input combinational cell	133	0.4072
Timing Repair Buffer	60	0.2715
Sequential cell	23	0.2579
Tap cell	70	0.03959
Clock buffer	4	0.02036
Inverter	2	0.003394
-- per-layer routing --
metal	up-vias	routed length, µm	track usage
li1	719	-	-
met4	0	33	0.01677
met1	623	1664	0.1947
met2	54	1472	0.2032
met3	2	271	0.01085
met5	-	0	0
-- synthesized netlist by cell type, types with 2 or more instances --
master and n:
sky130_fd_sc_hd__a31oi_1 3, sky130_fd_sc_hd__nand2_1 7, sky130_fd_sc_hd__o31ai_1 3, sky130_fd_sc_hd__xor2_1 23
sky130_fd_sc_hd__and3_1 12, sky130_fd_sc_hd__o41ai_1 2, sky130_fd_sc_hd__a41oi_1 2, sky130_fd_sc_hd__dfxtp_1 12
sky130_fd_sc_hd__buf_4 11, sky130_fd_sc_hd__nor4_1 3, sky130_fd_sc_hd__nor2_1 5, sky130_fd_sc_hd__buf_2 2
sky130_fd_sc_hd__or3_1 10, sky130_fd_sc_hd__nand3_1 11, sky130_fd_sc_hd__and4_1 2, sky130_fd_sc_hd__clkbuf_1 5
sky130_fd_sc_hd__edfxtp_1 11, sky130_fd_sc_hd__xnor2_1 6, sky130_fd_sc_hd__o21ai_0 13, sky130_fd_sc_hd__ha_1 2
sky130_fd_sc_hd__nand4_1 4, sky130_fd_sc_hd__inv_1 2, sky130_fd_sc_hd__nor3_1 3, sky130_fd_sc_hd__and2_1 11
-- worst paths after layout --
check	from	to	slack, ps	cells after the start
worst max-delay path	y[8]	pixel_out[2]	230	6
worst min-delay path	y_pos[10]	y_pos[10]	500	1
worst max register to register	x_pos[0]	x_pos[8]	2090	5
worst min register to register	y_pos[10]	y_pos[10]	500	1
-- through the flow --
step | total power [mW] | cells | util | instance area [µm²]
floorplan | 0.3734 | 177 | - | 1602
global placement | 0.4470 | 288 | 0.4216 | 2167
detailed placement | 0.4475 | 288 | 0.4216 | 2167
CTS | 0.6023 | 292 | 0.4304 | 2212
global route | 0.6281 | 292 | 0.4304 | 2212
finish | 0.5939 | 292 | 0.4304 | 2212
-- kinds of logic after synthesis --
logic type      count (synthesis)  share of synthesized area
simple gates                   73                     0.2672
xor+xnor                       30                     0.1688
compound gates                 28                     0.1109
fa+ha+maj                       2                    0.01562
buf+inv                        21                    0.08125
flops                          23                     0.3563
-- state kept, by name, summed over array words and instances (netlist names) --
register,cells
y_pos,11
h_sync_flag,1
x_pos,11
-- worst max-delay path: cells and delay by family --
kind,cells,cell delay [ps]
XOR/XNOR,1,140
buffers and inverters,2,820
AND/OR/NAND/NOR,3,1030
No activity file was given, so power comes from the tool's default toggle rates.
