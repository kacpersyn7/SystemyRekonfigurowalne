<file path="./config.mk">
export PLATFORM = sky130hd
export DESIGN_NAME = ycbcr2bin
export DESIGN_NICKNAME = ycbcr2bin
export VERILOG_FILES = /design/flow/design.v
export SDC_FILE = /design/flow/constraint.sdc
export NUM_CORES = 4
export LEC_CHECK = 1
export CORE_AREA = 10 10 70 70
export DIE_AREA = 0 0 80 80
</file>
<file path="./run.sh">
#!/bin/bash
# OpenROAD 26Q1-2900-gdf79404cd8, Yosys 0.63+post, stock flow scripts
make -C /OpenROAD-flow-scripts/flow DESIGN_CONFIG=/design/flow/config.mk WORK_HOME=/design/flow/orfs finish
</file>
<file path="./constraint.sdc">
current_design ycbcr2bin

set clk_period 1.5
set clk_io_pct 0.2

create_clock -name clk0 -period $clk_period

set non_clock_inputs [all_inputs -no_clocks]
set_input_delay [expr $clk_period * $clk_io_pct] -clock clk0 $non_clock_inputs
set_output_delay [expr $clk_period * $clk_io_pct] -clock clk0 [all_outputs]
</file>
<file path="./design.v">
`timescale 1ns / 1ps
module ycbcr2bin
(
    input de_in,
    input h_sync_in,
    input v_sync_in,
    input [23:0] pixel_in,
    output [23:0] pixel_out,
    output de_out,
    output h_sync_out,
    output v_sync_out
);
localparam Ta = 0;
localparam Tb = 115;
localparam Tc = 145;
localparam Td = 170;
wire [7:0] Cb;
wire [7:0] Cr;
wire [7:0] bin;
assign Cb = pixel_in[15:8];
assign Cr = pixel_in[7:0];
assign bin = (Cb > Ta && Cb < Tb && Cr > Tc && Cr < Td ) ? 8'd255 : 0;
assign pixel_out = {bin, bin, bin};
assign de_out = de_in;
assign h_sync_out = h_sync_in;
assign v_sync_out = v_sync_in;
endmodule
</file>
==> commit_impl_results.txt <==
Add synthesis and place-and-route results

- Per the finish-stage timing summary, setup violations number 24.
- Leaving out filler cells and counting taps, the final layout contains 105.
- Placeable core region: 3420 µm²
- In the routed layout, each cell is associated on average with a via count of 3.14.
* Mapped Cells: 38
* Library cell with the highest instance count after synthesis: sky130_fd_sc_hd__buf_4
- Cell total after placement: 97
* Post-synth design cell area: 273 µm²
* Core utilization before placement: 7.99%
- Tally of filler cells in the layout: 383
- Result of the run: complete, but fails checks
- In the finished design, the share of the clock period the worst path needs comes to 123%.
* Fmax: 0.540 GHz
- Per the OpenROAD floorplan log, the height of the die is 80 µm.
- The critical path is of the in2out type.
- Overall global routing resource usage: 3.44%
- Entering global routing, the biggest net connects 13 pins.
- Wire per inst: 12.9 µm
- The first global-routing pass estimated 1.78 mm of wire.
* Total power draw: 0.115 mW
- Per the OpenROAD power report, leakage power amounts to 0.320 nW.
* Chain of cells forming the critical path: buf_8 -> or4_4 -> nor4_4 -> buf_4 -> nor4_4 -> buf_2
* Aggregate global routing overflow: 0
- The tightest min-delay check is of the in2out type.
- The final reports fail on setup timing.
- Synth Area per Inst: 7.18 µm²
- # clk buffers: 0
- In this run the horizontal extent of the chip is 80 µm.
* Setup tns final: -7.67 ns
- Data required time of the worst path: 1.20 ns
- Post-placement cell area: 552 µm²
* Most prevalent standard cell on the critical path: sky130_fd_sc_hd__nor4_4
* Storage cell area: 0 µm²
* Post-Route Hold Slack: 0.600 ns
* Number of cells on the critical path: 6
* WL final: 1.35 mm
- The pre-CTS setup check shows a worst slack of -1.37 ns.
- The initial antenna violation count is 0.
- The flow reported a cell area power density of 190 nW/µm².
- Area leader, netlist: sky130_fd_sc_hd__buf_4
- Compared with the post-synthesis result, the final layout area differs by 122%.
- The number of hold buffers added after CTS was 0.
- Bufs and invs on worst path: 3
- Final design utilization: 17.7%
* Final standard cell area without fillers: 606 µm²
* Cell count in the Yosys report: 38
* Maximum fanout along the worst path: 6
- Detailed-routing wirelength on met1: 674 µm
- Checking max transition, the worst relative margin is 78.4%.
- Detailed placer's ending HPWL: 865 µm
* Signal arrival time at the worst endpoint: 1.55 ns
- Sequential cell area fraction in the yosys report: 0%
- On the critical path the largest part of the delay comes from simple AND/OR/NAND/NOR gates.
- CP max-delay cell: sky130_fd_sc_hd__or4_4
- The run reported a max-capacitance violation count of 0.
- The startpoint identified for the worst hold timing path is de_in.
- DRC marker count from the first detailed-route iteration: 0
* Synthesized chip area reported by yosys: 273 µm²
- The launch point of the critical path was reported as pixel_in[10].
- Final antenna-violating net count: 0
- Length of routed met2 wiring: 394 µm
- Measured slew at the worst slew-check pin: 0.322 ns
- Number of failing hold endpoints at the final stage: 0
* Largest type area fraction: 71.6%
- According to the I/O placement log, the pin count is 54.
- Time the worst path needs with I/O delays and setup: 1.85 ns
- First-pass iteration count of the detailed router: 1
- The worst setup path is launched from an input port.
- The initialized floorplan defines 21 standard-cell rows.
- The detailed router reports a met3 wire length of 283 µm.
- Setup repair after global routing could not meet its margin everywhere.
- The via count of the first global-routing pass was 346.
- Top cells by count, synth: sky130_fd_sc_hd__buf_4 (26), sky130_fd_sc_hd__nor2_1 (2)
- Per the detail_route log, the uppermost layer with routed signals is met3.
- For reference, the top cells by area after synthesis are sky130_fd_sc_hd__buf_4 (72%), sky130_fd_sc_hd__nor4_2 (4.6%), sky130_fd_sc_hd__a2bb2oi_1 (3.2%), sky130_fd_sc_hd__a211oi_1 (2.8%), sky130_fd_sc_hd__nor2_1 (2.8%).
- OpenROAD warnings: 47
- The worst VDD IR drop from the latest analysis is 0.0000953 V.
- Routability-driven placement finished with a final weighted congestion of 0.711.
* Count of sequential standard cells: 0
- Once routing completed, OpenROAD measured the worst setup slack at -0.351 ns.
* Yosys warnings: 0
* Cells on Worst Hold Path: 0
- Vias: 330
* Port buffer count: 39
- The worst setup path is captured at a primary output.
* Proportion of layout cells with a drive suffix above 1: 83.1%
- 0 antenna diodes ended up in the layout.
* Remaining DRCs: 0
- Chip Area: 6400 µm²
* Delay of the slowest critical-path stage: 0.54 ns
* Distinct lib cells used: 12
- Final Slew Violations: 0
## routing by layer
| metal | vias to the layer above | global-route usage (%) |
|---|---|---|
| li1 | 153 | - |
| met1 | 138 | 4.94 |
| met2 | 39 | 4.09 |
| met3 | 0 | 2.61 |
| met4 | 0 | 0 |
| met5 | - | 0 |
## timing repair
| action | 4_1_cts | 5_1_grt |
|---|---|---|
| pin swaps | 9 | 11 |
| cloned | 2 | 1 |
| endpoints found under the setup margin | 24 | 24 |
| resized | 83 | 40 |
| buffers inserted | 4 | 1 |
| hold endpoints to repair | 0 | 0 |
## cell families (layout without fill, tap and decap cells)
kind of cell,count (synthesis),in the layout,synth area share [%]
simple gates,8,10,17.9
buf+inv,26,45,71.6
compound gates,4,4,10.6
## final cells by class
cell class | count | area (µm²) | share of cell area [%]
Tap cell | 46 | 57.6 | 9.50
Multi-Input combinational cell | 14 | 211 | 34.9
Timing Repair Buffer | 45 | 337 | 55.6
## cells in the final DEF, fill, tap and decap left out, drive strengths merged
cell type / Yosys / final
buf: 26 / 21
clkbuf: 0 / 14
dlymetal6s2s: 0 / 6
nor4: 2 / 4
clkdlybuf4s15: 0 / 3
nor2: 2 / 2
o31ai: 1 / 1
o21ai: 1 / 1
nor2b: 1 / 1
a2bb2oi: 1 / 1
nand2: 1 / 1
a211oi: 1 / 1
nand3: 1 / 1
or4: 1 / 1
dlygate4sd2: 0 / 1
## where the power goes
part / switching (mW) / total [mW] / internal [mW]
combinational: 0.0481 / 0.115 / 0.0670
clock: 0 / 0 / 0
sequential: 0 / 0 / 0
## path summary, 6_finish.rpt
path  slack, ns       endpoint
min        0.60         de_out
max       -0.35  pixel_out[12]
Power figures rest on the tool's default switching activity, not on a simulated workload.
